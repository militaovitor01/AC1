===== design/flow/config.mk =====
export PLATFORM = sky130hd
export DESIGN_NAME = RAM_1x4
export DESIGN_NICKNAME = RAM_1x4
export VERILOG_FILES = /design/flow/design.v
export SDC_FILE = /design/flow/constraint.sdc
export NUM_CORES = 4
export LEC_CHECK = 1
export CORE_AREA = 10 10 70 70
export DIE_AREA = 0 0 80 80

===== design/flow/constraint.sdc =====
current_design RAM_1x4

set clk_period 1.0
set clk_io_pct 0.2

create_clock -name clk0 -period $clk_period [get_ports {clk}]

set non_clock_inputs [all_inputs -no_clocks]
set_input_delay [expr $clk_period * $clk_io_pct] -clock clk0 $non_clock_inputs
set_output_delay [expr $clk_period * $clk_io_pct] -clock clk0 [all_outputs]

===== design/flow/design.v =====
module RAM_1x4 (
  input wire clk,        
  input wire reset,      
  input wire write_en,   
  input wire[1:0] address,  
  input wire[3:0] data_in,   
  output wire[3:0] data_out  
);
  reg [3:0] memory [0:1];
  always @(posedge clk or posedge reset)
  begin
    if (reset) begin
      for (int i = 0; i < 2; i = i + 1) begin
        memory[i] <= 4'b0000;
      end
    end
    else if (write_en) begin
      memory[address] <= data_in;
    end
  end
  always @(posedge clk)
  begin
    data_out <= memory[address];
  end
endmodule

===== design/flow/run.sh =====
#!/bin/bash
# OpenROAD 26Q1-2900-gdf79404cd8, Yosys 0.63+post, stock flow scripts
make -C /OpenROAD-flow-scripts/flow DESIGN_CONFIG=/design/flow/config.mk WORK_HOME=/design/flow/orfs finish

==> metrics.cfg <==
[final_timing]
setup_tns_ns=0
finalSetupViolCount=0
fin_crit_sh=0.9426
grt_setup_unrepaired=false
worstMarginPinSlew_ns=0.3099
period_minus_slack_ns=0.9426
relSlewSlack=0.7932
skew_ns=0.0009987
holdWs_ns=0.1731
max_clock_freq_mhz=1061
slew_violations=0
hold_viol=0

[floorplanning]
fp-utilization=0.1315
fp.dieH_um=80
chipArea_um2=6400
rows=21
io_pins=13
coreArea_um2=3416
die_w_um=80

[route]
insertedDiodeCount=0
viasPerCell=2.944
wire_per_inst_um=10.32
vias=265
drt-total-wl_um=929
drc=0
first_pass_iters=2
postRouteAntennaNets=0
drt_iter0_markers=14

[clock_tree]
cts_sinks=12
worstSkewPairLatency_ns=0.27
cts_root_buffer=clkbuf_4
cts_buffers=3
cts_tree=built
cts_setup_buffers=0
cts.reportedPaths.clkPinSlew_ns=0.08
clockBufferDepth=2
hold_buffers=0
htreeDepth=1

[placement]
io_buffers=11
post-place-cells=86
gp_congestion=0.7493

[critical_path]
start_kind=flop
rr_worst_depth=1
arrival_ns=0.74
reg2reg_to=data_out[2]
cpLargestDelayFamily=flip-flops
critPathLaunch=data_out[0]
r2r_start=memory[1][2]
path_cells=clkdlybuf4s15_1
reg2reg_slack_ns=0.23
critPathBufInv=1
timing.critical_path.depth=1
cp.required_ns=0.80
cp-endpoint=data_out[0]
endpoint_kind=primary output
worstSetupPathType=reg -> out
path_max_fanout=1
crit_slowest_cell=dfxtp_1
max_stage_delay_ns=0.31

[logic_synthesis]
synth_cells=27
top_area_cell=dfrtp_1
ys.flops=12
yosys-stat-area_um2=449.2
ys_warn_count=3
netlist_area_um2=449.2
top_cells_by_area=dfrtp_1 45%, mux2_2 20%, dfxtp_1 18%, mux2_4 13%, nor2b_2 1.9%
top_cell_area_share=0.4457
postSynthSeqShare=0.6240
ys_types=7
avgSynthCellArea_um2=16.64
yosys-stat-cells=27

[finish]
stdcell_count=90
n_fill_cell=382
post_route_cells_drive_above_1_share=0.5682
lay_top_count=dfrtp_1
flop_area_um2=282.8
fin_util=0.1938
syn_to_final_growth_pct=47.35
mostFrequentLayoutCells=8 x dfrtp_1, 7 x mux2_2, 5 x mux2_4, 5 x clkdlybuf4s50_1
logic_area_um2=173.9

[global_route]
grt_pass1_vias=296
grt.overflow.total=0
antenna_found_initial=0
grt_pass1_wl_um=1518
grt_use_total=0.03109
grt_max_degree=9

[job]
tool_warnings=26
maxCapViolations=0

[hold_path]
hp-class=in -> async

[power_and_ir_drop]
p_total_mw=1.160
vdd_ir_drop_max_v=0.0009594
p_leak_nw=0.2909
power_density_nw_per_um2=1752

[run_status]
status=finished, final reports clean

[per-layer routing]
| layer | share of wire | up-vias | GRT usage |
|---|---|---|---|
| met2 | 0.34 | 13 | 0.03291 |
| met4 | 0.0086 | 0 | 0.005282 |
| met1 | 0.46 | 122 | 0.04303 |
| li1 | - | 128 | - |
| met5 | 0 | - | 0 |
| met3 | 0.18 | 2 | 0.02955 |
[flip-flops by register name, summed over array words and instances, names as in the netlist]
signal	flops
data_out	4
memory	8
[layout make-up]
cell class                      instances  area share
Clock buffer                            4     0.05482
Inverter                                1    0.005671
Multi-Input combinational cell         14      0.2628
Tap cell                               46     0.08696
Timing Repair Buffer                   13      0.1626
Sequential cell                        12      0.4272
[repair_timing]
| item | CTS | global route |
|---|---|---|
| gates resized | 13 | 4 |
| endpoints found under the setup margin | 16 | 3 |
| endpoints found under the hold margin | 0 | 0 |
[synthesized netlist by cell type]
cell,n
dfrtp_1,8
nor2b_2,1
mux2_2,8
mux2_4,4
inv_1,1
nand2_2,1
dfxtp_1,4
[stage by stage]
stage | setup WS (ns) | cell area (µm²)
2_1_floorplan | 0.1489 | 449.2
3_3_place_gp | -0.3927 | 631.9
3_5_place_dp | -0.3998 | 631.9
4_1_cts | 0.01459 | 675.6
5_1_grt | 0.01150 | 661.9
6_report | 0.05738 | 661.9
[how the worst min path moves through the flow]
stage         depth (start not counted)            to  slack, ns
finish                                2  memory[0][2]       0.17
global route                          2  memory[1][0]       0.20
CTS                                   2  memory[1][3]       0.18
[kinds of logic (layout without fill, tap and decap cells)]
group / Yosys count / count (layout) / share of synthesized area
buffers and inverters: 1 / 18 / 0.008349
multiplexers: 12 / 12 / 0.3343
AND/OR/NAND/NOR: 2 / 2 / 0.03344
flip-flops: 12 / 12 / 0.6240
[power by group]
part           total, mW  internal, mW  switching (mW)
combinational      0.181         0.131          0.0504
clock              0.386         0.221           0.164
sequential         0.593         0.562          0.0309
total               1.16         0.914           0.246
