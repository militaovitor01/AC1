==> flow/design.v <==
module exercicio_05(input [7:0] hex, input [7:0] quaternario, output reg [7:0] diferenca);
  always @* begin
    diferenca = hex - quaternario;
  end
endmodule
==> flow/run.sh <==
#!/bin/bash
# OpenROAD 26Q1-2900-gdf79404cd8, Yosys 0.63+post, stock flow scripts
make -C /OpenROAD-flow-scripts/flow DESIGN_CONFIG=/design/flow/config.mk WORK_HOME=/design/flow/orfs finish
==> flow/config.mk <==
export PLATFORM = sky130hd
export DESIGN_NAME = exercicio_05
export DESIGN_NICKNAME = exercicio_05
export VERILOG_FILES = /design/flow/design.v
export SDC_FILE = /design/flow/constraint.sdc
export NUM_CORES = 4
export LEC_CHECK = 1
export CORE_AREA = 10 10 70 70
export DIE_AREA = 0 0 80 80
==> flow/constraint.sdc <==
current_design exercicio_05

set clk_period 6.5
set clk_io_pct 0.2

create_clock -name clk0 -period $clk_period

set non_clock_inputs [all_inputs -no_clocks]
set_input_delay [expr $clk_period * $clk_io_pct] -clock clk0 $non_clock_inputs
set_output_delay [expr $clk_period * $clk_io_pct] -clock clk0 [all_outputs]
==> flow_metrics.py <==
# Auto-generated metrics
metrics = {
    "global_routing": {
        "overflow": 0,
        "antenna_found_initial": 0,
        "grt_pass1_wl_mm": 1.81,
        "track_usage_pct": 3.33,
        "grt_max_degree": 6,
        "grt_pass1_vias": 403,
    },
    "final_timing": {
        "maxSlewHeadroom_pct": 85.9,
        "setup_violations": 0,
        "fmax_mhz": 208,
        "min_period_ns": 4.81,
        "worst_slew_pin_slew_ns": 0.210,
        "finalClockPeriodUsage_pct": 73.9,
        "setup_tns_ns": 0,
        "drv_slew": 0,
        "hold_violations": 0,
        "grt_setup_unrepaired": "false",
        "layout_setup_ws_ns": 1.70,
    },
    "finish": {
        "combGateArea_um2": 298,
        "n_clock_buffer": 0,
        "area.growth.synth_to_final_pct": 89.8,
        "drive_gt1_share_pct": 4.48,
        "fillers": 394,
        "seq_area_um2": 0,
        "design.seq.count": 0,
    },
    "clock_tree": {
        "cts_resized": 0,
        "cts_setup_buffers": 0,
        "postCtsHoldBufs": 0,
    },
    "detailed_routing": {
        "num_vias": 368,
        "antenna_cells": 0,
        "drt_wl_total_mm": 1.06,
        "ant_nets": 0,
        "wl_per_cell_um": 9.34,
        "drcViolationCount": 0,
        "drtPass1Iterations": 2,
        "vias_per_cell": 3.26,
        "initialDrtViolationCount": 3,
    },
    "power_and_ir_drop": {
        "swShare_pct": 33.2,
        "power.share.clock_pct": 0,
        "p_seq_share_pct": 0,
        "powerDensity_nw_per_um2": 90.2,
        "switching_power_mw": 0.0188,
        "comb_power_share_pct": 100.0,
        "p_leak_nw": 0.277,
        "irDropWorstVdd_mv": 0.0152,
        "power_mw": 0.0568,
        "internal-power_mw": 0.0379,
    },
    "worst_hold_path": {
        "min_path_cells": 5,
        "hold_start": "hex[0]",
        "min_path_type": "input pin to output pin",
        "hold_end": "diferenca[0]",
    },
    "setup_path": {
        "startpoint_type": "input pin",
        "crit_fanout": 3,
        "cp.arrival_ns": 3.50,
        "cp-end-kind": "output pin",
        "critical_path_required_ns": 5.20,
        "crit_type": "input pin to output pin",
    },
    "die": {
        "fp_util_pct": 9.71,
        "die_w_um": 80,
        "num_rows": 21,
        "die_h_um": 80,
        "die_area_um2": 6400,
        "pin_count": 24,
        "core_um2": 3420,
    },
    "placed_design": {
        "port_buffers": 24,
        "pre_cts_slack_ns": 1.66,
        "gp_congestion": 0.743,
        "dp_hpwl_mm": 1.02,
    },
    "logic_synthesis": {
        "ys_chip_area_um2": 332,
        "postSynthAreaPerCell_um2": 7.71,
        "ys_seq_share_pct": 0,
        "synth.distinct_cells": 19,
        "yosys_cells": 43,
        "synth_area_um2": 332,
        "synthCells": 43,
        "ys_warn_count": 1,
    },
    "flow_run": {
        "maxCapViolations": 0,
        "tool_warnings": 32,
    },
    "status": {
        "status": "completed",
    },
}
## metrics by stage
stage	area [µm²]	hold slack, ns	instances	utilization (%)
floorplan	332	2.71	43	-
global placement	629	3.60	113	18.4
detailed placement	629	3.61	113	18.4
CTS	629	3.61	113	18.4
global route	629	3.64	113	18.4
finish	629	3.60	113	18.4
## Yosys cell counts
cell      number  area (µm²)
inv_1          9        33.8
ha_1           7        87.6
xnor2_1        5        43.8
a21o_1         3        22.5
a21oi_1        3        15.0
a31oi_1        2        12.5
nor2_1         2        7.51
a211oi_1       1        7.51
a21o_2         1        8.76
a21oi_2        1        8.76
a311o_1        1        10.0
fa_1           1        20.0
nand2b_1       1        6.26
o211ai_2       1        12.5
o21ai_0        1        5.00
o21bai_1       1        7.51
or2b_1         1        7.51
or3_1          1        6.26
xor2_1         1        8.76
## cell type report
| type | instances | share of cell area [%] |
|---|---|---|
| inverters | 9 | 5.37 |
| well taps | 46 | 9.15 |
| repair buffers | 24 | 38.2 |
| multi-input cells | 34 | 47.3 |
## worst max-delay path by stage
stage     cells past startpoint  slack [ns]            to      startpoint
6_report                      9        1.70  diferenca[6]  quaternario[0]
5_1_grt                       9        1.58  diferenca[6]  quaternario[0]
4_1_cts                       9        1.66  diferenca[6]  quaternario[0]
## per-layer routing
metal | vias up | track usage, % | wire (µm)
met5 | - | 0 | 0
met4 | 0 | 0 | 0
met3 | 0 | 0.682 | 44
met2 | 3 | 7.38 | 690
met1 | 168 | 3.05 | 320
li1 | 197 | - | -
## power groups by stage
stage / clock, mW / sequential [mW] / combinational, mW
4_1_cts: 0 / 0 / 0.0585
5_1_grt: 0 / 0 / 0.0632
6_report: 0 / 0 / 0.0568
## critical path, cell delays in order
cell             delay (ns)
clkdlybuf4s50_1        0.46
ha_1                   0.15
inv_1                  0.05
fa_1                   0.41
a211oi_1               0.22
o21bai_1               0.10
a21oi_1                0.17
xnor2_1                0.13
clkdlybuf4s50_1        0.50
## layout by cell type, fill, tap and decap left out
master / instances
inv_1: 9
ha_1: 7
or3_1: 1
a21o_2: 1
a211oi_1: 1
a31oi_1: 2
clkdlybuf4s50_1: 24
or2b_1: 1
a311o_1: 1
a21oi_1: 3
o21bai_1: 1
xnor2_1: 5
a21o_1: 3
nand2b_1: 1
o21ai_0: 1
o211ai_2: 1
xor2_1: 1
fa_1: 1
a21oi_2: 1
nor2_1: 2
## cell families after synthesis
| family | after synthesis | share of synthesized area [%] |
|---|---|---|
| AOI/OAI and AO/OA | 15 | 33.2 |
| buffers and inverters | 9 | 10.2 |
| adders and majority gates | 8 | 32.5 |
| and+or+nand+nor | 5 | 8.31 |
| xor gates and xnor gates | 6 | 15.8 |
Power and IR drop assume default switching activity.
