==> design/flow/design.v <==
module Guia_0705 (
    input a,
    input b,
    input [2:0] select_operation,
    output reg out
);
  wire not_a, not_b;
  wire and_out, nand_out, xor_out, xnor_out, or_out, nor_out;
  not (not_a, a);
  not (not_b, b);
  and (and_out, a, b);
  nand (nand_out, a, b);
  xor (xor_out, a, b);
  xnor (xnor_out, a, b);
  or (or_out, a, b);
  nor (nor_out, a, b);
  always @*
  begin
    case(select_operation)
      3'b000: out = not_a;  
      3'b001: out = not_b;  
      3'b010: out = and_out;  
      3'b011: out = nand_out;  
      3'b100: out = xor_out;  
      3'b101: out = xnor_out;  
      3'b110: out = or_out;  
      3'b111: out = nor_out;  
      default: out = 1'bx;  
    endcase
  end
endmodule
module test_Guia_0705;
  reg a, b;
  reg [2:0] select_operation;
  wire out;
  Guia_0705 uut (a, b, select_operation, out);
  initial begin
    $display(" a b sel_op out");
    a = 1'b0; b = 1'b1; select_operation = 3'b010;  
    #1 $monitor("%b %b %b %b", a, b, select_operation, out);
    #1 select_operation = 3'b100;  
    #1 select_operation = 3'b111;  
    #1 select_operation = 3'b000;  
    #1 select_operation = 3'b001;  
  end
endmodule
==> design/flow/run.sh <==
#!/bin/bash
# OpenROAD 26Q1-2900-gdf79404cd8, Yosys 0.63+post, stock flow scripts
make -C /OpenROAD-flow-scripts/flow DESIGN_CONFIG=/design/flow/config.mk WORK_HOME=/design/flow/orfs finish
==> design/flow/config.mk <==
export PLATFORM = sky130hd
export DESIGN_NAME = Guia_0705
export DESIGN_NICKNAME = Guia_0705
export VERILOG_FILES = /design/flow/design.v
export SDC_FILE = /design/flow/constraint.sdc
export NUM_CORES = 4
export LEC_CHECK = 1
export CORE_AREA = 10 10 70 70
export DIE_AREA = 0 0 80 80
==> design/flow/constraint.sdc <==
current_design Guia_0705

set clk_period 1.0
set clk_io_pct 0.2

create_clock -name clk0 -period $clk_period

set non_clock_inputs [all_inputs -no_clocks]
set_input_delay [expr $clk_period * $clk_io_pct] -clock clk0 $non_clock_inputs
set_output_delay [expr $clk_period * $clk_io_pct] -clock clk0 [all_outputs]
==> impl_metrics.env <==
# source this file to load flow results
export IMPL_fin_hold_ws_ps=813
export IMPL_met3_usage_pct=1.02
export IMPL_fin_crit_sh_pct=136
export IMPL_grt_overflow=0
export IMPL_ys_seq_share_pct=0
export IMPL_path_cells="buf_12 -> inv_12 -> ha_4 -> nor2b_4 -> or3_1 -> o211ai_1 -> buf_2"
export IMPL_status="complete, but fails checks"
export IMPL_vias=130
export IMPL_grt_max_degree=5
export IMPL_finish_utilization_pct=8.79
export IMPL_final_hold_violation_count=0
export IMPL_route_detailed_drc=0
export IMPL_detail_route_antenna_nets=0
export IMPL_openroad_warnings=36
export IMPL_post_drt_wl_per_cell_um=5.06
export IMPL_ff_count=0
export IMPL_final_layout_size_suffix_gt1_share_pct=50.0
export IMPL_first_pass_iters=1
export IMPL_routed_via_density=1.86
export IMPL_drt_iter0_drc=0
export IMPL_place_port_buffers=6
export IMPL_busiest_layer="met1"
export IMPL_setup_violations=1
export IMPL_path_max_fanout=2
export IMPL_worst_ep_arrival_time_ps=1160
export IMPL_die_h_um=80
export IMPL_fp_util_pct=3.30
export IMPL_worstMarginPinSlew_ps=184
export IMPL_met1_usage_pct=1.71
export IMPL_total_leakage_power_nw=0.130
export IMPL_dieArea_um2=6400
export IMPL_max_vdd_ir_drop_mv=0.0752
export IMPL_synth_area_um2=113
export IMPL_rsz0062_at_grt="true"
export IMPL_grt_pass1_wl_um=641
export IMPL_worst_path_buf_inv=3
export IMPL_syn_area_per_cell_um2=8.04
export IMPL_path_delay_family="simple AND/OR/NAND/NOR gates"
export IMPL_maxSlewHeadroom_pct=87.7
export IMPL_startpoint_type="input pin"
export IMPL_stdcell_count=70
export IMPL_final_seq_area_um2=0
export IMPL_finalWirelength_um=354
export IMPL_period_needed_ps=1360
export IMPL_end_kind="output port"
export IMPL_syn_inst=14
export IMPL_cp_slowest_cell="or3_1"
export IMPL_core_area_um2=3420
export IMPL_place_congestion=0.721
export IMPL_yosys_cell_types_count=11
export IMPL_fin_ws_ps=-365
export IMPL_cts_hold_buf=0
export IMPL_path_class="in2out"
export IMPL_crit_required_ps=800
export IMPL_lay_top_count="buf_4"
export IMPL_dp_cells=70
export IMPL_antenna_found_initial=0
export IMPL_p_total_uw=95.3
export IMPL_place_ws_ps=-1280
export IMPL_grt_use_met2_pct=1.36
export IMPL_rows=21
export IMPL_layout_top_cells="3 x buf_4, 2 x mux2i_1, 2 x nor2b_4, 2 x buf_6, 2 x dlygate4sd2_1"
export IMPL_nClkBuffers=0
export IMPL_synthToLayoutAreaGrowth_pct=167
export IMPL_ys_warn_count=1
export IMPL_io_pins=6
export IMPL_grt_pass1_vias=135
export IMPL_grt_use_total_pct=1.20
export IMPL_maxCapViolCount=0
export IMPL_min_path_type="in2out"
export IMPL_yosysChipArea_um2=113
export IMPL_fillers=406
export IMPL_slew_violations=0
export IMPL_failed_checks="setup timing"
export IMPL_fmax_mhz=733
export IMPL_die_w_um=80
export IMPL_antenna_cells=0
export IMPL_yosysCellCount=14
export IMPL_critPathMaxStageDelay_ps=290
export IMPL_pwr_density_cell_nw_per_um2=317
-- logic make-up (layout without fill, tap and decap cells) --
group | after synthesis | after routing | share of synthesized area, %
fa+ha+maj | 2 | 2 | 22.2
mux | 2 | 2 | 17.8
compound gates | 2 | 2 | 11.1
xor+xnor | 1 | 1 | 7.78
buf+inv | 2 | 12 | 6.67
simple gates | 5 | 5 | 34.4
-- stage by stage --
stage,cell area (um^2),TNS [ps]
floorplan,143,-94.5
global placement,290,-1270
detailed placement,290,-1280
CTS,294,-509
global route,300,-428
finish,300,-365
-- layer usage --
layer	routed length (um)	vias to the layer above
met3	66	0
li1	-	67
met5	0	-
met4	0	0
met1	180	57
met2	107	6
-- tightest hold or removal path, delay by kind of cell --
kind                   cells  cell delay (ps)
buffers and inverters      3              320
AOI/OAI and AO/OA          1               80
-- power by group --
group	internal (mW)	total, mW	switching [mW]	leakage [nW]
registers	0	0	0	0
logic	0.0613	0.0953	0.0339	0.130
clock network	0	0	0	0
-- path summary, 6_finish.rpt --
path	startpoint	to	slack, ps	depth (start not counted)
worst max-delay path	b	out	-360	7
worst min-delay path	select_operation[2]	out	810	4
-- Yosys cell counts --
master | count | area, um^2
nor2b_2 | 1 | 8.76
xor2_1 | 1 | 8.76
or3_1 | 1 | 6.26
ha_1 | 2 | 25.0
nor2b_1 | 1 | 6.26
o21ai_0 | 1 | 5.00
inv_1 | 2 | 7.51
mux2i_1 | 2 | 20.0
nor2b_4 | 1 | 13.8
o211ai_1 | 1 | 7.51
nand2_1 | 1 | 3.75
-- timing repair --
item | CTS | global route
setup buffers | 1 | 0
pin swaps | 2 | 2
resized | 16 | 4
endpoints found under the setup margin | 1 | 1
-- layout make-up --
class	count	area [um^2]	share of cell area [%]
Multi-Input combinational cell	12	123	40.8
Timing Repair Buffer	10	100	33.3
Tap cell	46	57.6	19.2
Inverter	2	20.0	6.67
Power is estimated from default activity; no workload was simulated.
